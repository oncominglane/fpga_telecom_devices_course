--- flow/design.v ---
module VCB2CE (
    input  ce,
    input  clk,
    input  clr,
    output reg Q0,
    output reg Q1,
    output wire TC,
    output wire CEO
);
assign TC  = (Q1 & Q0);
assign CEO = ce & TC;
always @(posedge clk or posedge clr) begin
    Q0 <= clr ? 1'b0 : (ce ? ~Q0 : Q0);
    Q1 <= clr ? 1'b0 : ((ce & Q0) ? ~Q1 : Q1);
end
endmodule
module VCB2RE(
    input ce,
    input clk,
    input r,
    output reg Q0,
    output reg Q1,
    output wire TC,
    output wire CEO
);
assign TC  = (Q1 & Q0);
assign CEO = ce & TC;
always @(posedge clk) begin
    Q0 <= r ? 0 : (ce ? !Q0 : Q0);
    Q1 <= r ? 0 : ((ce & Q0) ? !Q1 : Q1);
end
endmodule
module VCB4CE ( input ce, output wire Q0, 
                input clk, output wire Q1, 
                input clr, output wire Q2, 
     output wire Q3, 
     output wire TC, 
     output wire CEO
); 
wire CEO1, TC1, TC2; 
assign TC = TC1 & TC2; 
VCB2CE DD1 (.ce(ce), .Q0(Q0), 
         .clk(clk), .Q1(Q1), 
   .clr(clr), .TC(TC1), 
    .CEO(CEO1)); 
VCB2CE DD2 (.ce(CEO1),  .Q0(Q2), 
         .clk(clk), .Q1(Q3), 
         .clr(clr),  .TC(TC2), 
    .CEO(CEO)); 
endmodule
module VCBmCE (input ce,  output reg [4-1:0] Q = 0, 
            input clk,  output wire TC, 
            input clr,  output wire CEO); 
assign TC = (Q==(1<<4)-1) ;   
assign CEO = ce & TC ;    
always @ (posedge clk or posedge clr ) begin 
Q <= clr? 0 : ce? Q+1 : Q ;  
end  
endmodule
module VCB4RE (input ce,   output reg [4-1:0] Q = 0, 
            input clk,  output wire TC, 
            input R,  output wire CEO); 
assign TC = (Q==15) ;   
assign CEO = ce & TC ;   
always @ (posedge clk) begin 
Q  <=  R?  0  :  ce?  Q+1  :  Q  ;   
end  
endmodule
module VCDRE  ( input clk, output wire TC, 
   input ce, output wire CEO, 
   input R, output reg [3:0] Q=0 ); 
assign TC = (Q==9) ; 
assign CEO = ce & TC ; 
always @ (posedge clk) begin 
Q <= (R | CEO)? 0 : ce? Q+1 : Q ; 
end 
endmodule 
module VCBDmSE (input ce,  output reg [4-1:0] Q = (1<<4)-1, 
                input clk,  output wire TC, 
                input s,    output wire CEO); 
assign TC = (Q==0) ;    
assign CEO = ce & TC ;    
always @ (posedge clk) begin 
Q  <=  s?    ((1<<4)-1)  :  ce?  Q-1  :  Q  ;   
end  
endmodule
module VCBmCLED(input ce,  output reg [4-1:0] Q =0, 
    input up,  output wire CEO, 
    input [4-1:0] di, output wire TC, 
    input L, 
    input clk, 
    input clr); 
assign TC = up? (Q==(1<<4)-1) : (Q==0) ;  
assign CEO = ce & TC ;       
always @ (posedge clr or posedge clk) begin 
if (clr) Q <= 0;   
else Q <= L? di : (up & ce)? Q+1 : (!up & ce)? Q-1 : Q ;  
end 
endmodule
module VCJmRE     (input ce, output wire TC, 
   input clk, output wire CEO, 
   input R, output reg[4-1:0] Q = 0); 
assign TC = (Q==(1<<4)-1) ;   
assign CEO = ce & TC ;  
always @ (posedge clk) begin 
Q <= R? 0 : ce? Q<<1  |  !Q[4-1] : Q ; 
end    
endmodule 
module VCGrey4Re ( input clk, output wire [3:0] Y,  
   input ce,  output wire CEO, 
   input r,   output wire TC); 
reg [4:0]q = 0; 
assign TC = (q[4:0]==((1<<4) | 1)) ;     
assign CEO = ce & TC ; 
assign Y = q[4:1] ; 
always @ (posedge clk) begin 
q[0] <= (r | CEO)? 0 : ce? !q[0]: q[0]       ;  
q[1] <= (r | CEO)? 0 : ((q[0]==0) & ce)? !q[1] : q[1]; 
q[2] <= (r | CEO)? 0 : ((q[1:0]==((1<<1) | 1)) & ce)? !q[2] : q[2] ; 
q[3] <= (r | CEO)? 0 : ((q[2:0]==((1<<2) | 1)) & ce)? !q[3] : q[3] ; 
q[4] <= (r | CEO)? 0 : ((q[3:0]==((1<<3) | 1)) & ce)? !q[4] : q[4] ; 
end 
endmodule 
--- flow/run.sh ---
#!/bin/bash
# OpenROAD 26Q1-2900-gdf79404cd8, Yosys 0.63+post, stock flow scripts
make -C /OpenROAD-flow-scripts/flow DESIGN_CONFIG=/design/flow/config.mk WORK_HOME=/design/flow/orfs finish
--- flow/config.mk ---
export PLATFORM = sky130hd
export DESIGN_NAME = VCGrey4Re
export DESIGN_NICKNAME = VCGrey4Re
export VERILOG_FILES = /design/flow/design.v
export SDC_FILE = /design/flow/constraint.sdc
export NUM_CORES = 4
export LEC_CHECK = 1
export CORE_AREA = 10 10 70 70
export DIE_AREA = 0 0 80 80
--- flow/constraint.sdc ---
current_design VCGrey4Re

set clk_period 2.3
set clk_io_pct 0.2

create_clock -name clk0 -period $clk_period [get_ports {clk}]

set non_clock_inputs [all_inputs -no_clocks]
set_input_delay [expr $clk_period * $clk_io_pct] -clock clk0 $non_clock_inputs
set_output_delay [expr $clk_period * $clk_io_pct] -clock clk0 [all_outputs]
==> summary.log <==
qor: worst_hold_path.min-delay-path-class reg2reg
qor: setup_path.critical_path.reg2reg.endpoint q[4]
qor: setup_path.timing.critical_path.max_delay_family buffers and inverters
qor: clocking.post_cts_resized 0
qor: timing.timing.clock.skew 2.90 ps
qor: clocking.cts_made_buffers 3
qor: clocking.clock_path_buffers 2
qor: floorplan.rows 21
qor: route.route.vias.total 197
qor: power.power_report.internal_total 175 uW
qor: setup_path.critPathSlowestCell clkdlybuf4s50_1
qor: finish.area_growth_syn_to_layout 59.9%
qor: route.drt_pass1_iterations 2
qor: floorplan.dieArea 0.00640 mm2
qor: timing.worstMarginPinSlew 228 ps
qor: route.antenna_left 0
qor: power.power_frac_comb 12.3%
qor: worst_hold_path.min_from q[4]
qor: setup_path.crit_fanout 2
qor: power.max-vdd-ir-drop 138 uV
qor: finish.layout.core_utilization 11.8%
qor: timing.timing.final.crit_period 2210 ps
qor: timing.timing.setup.tns 0 ps
qor: synth.synthesis.area 253 um2
qor: global_routing.grt_max_degree 7
qor: floorplan.chipWidth 80 um
qor: setup_path.reg2reg_from q[3]
qor: timing.final_min_period_over_clock_period 96.1%
qor: power.power.share.clock 44.1%
qor: setup_path.critical_path.startpoint_type input port
qor: synth.syn_inst 27
qor: power.switching_power 53.5 uW
qor: route.detail_route.antenna_diodes 0
qor: status.run_status finished clean
qor: finish.most_frequently_placed_logic_cell_in_the_final_layout clkdlybuf4s50_1
qor: setup_path.timing_worst_setup_path_type in2out
qor: synth.ys_cells 27
qor: finish.regMostFlops q
qor: timing.timing.final.hold_violations 0
qor: clocking.numClockSinks 5
qor: setup_path.r2r_slack 1330 ps
qor: job.log.warning_count 25
qor: worst_hold_path.hold_path_end q[4]
qor: setup_path.cp_max_stage_delay 520 ps
qor: synth.ys_top_cells_by_area dfxtp_1 (40%), buf_4 (12%), nor2_1 (7.4%)
qor: timing.report.final.slew_viol_count 0
qor: finish.post_route_cells_drive_above_1_share 19.4%
qor: route.routed_wirelength 593 um
qor: finish.final_cell_area 404 um2
qor: global_routing.overflow 0
qor: clocking.cts_hold_repair.buffers 0
qor: floorplan.floorplan.core_util 7.40%
qor: route.initialDrtViolationCount 7
qor: setup_path.worstPathCellList clkdlybuf4s50_1 -> nand3_2 -> nor3b_2 -> clkdlybuf4s50_1
qor: timing.maxSlewHeadroom 84.8%
qor: setup_path.cp_data_required_time 1840 ps
qor: clocking.cts.clk_slew.worst_paths 40 ps
qor: synth.yosysWarnings 1
qor: global_routing.grt_pass1_wl 979 um
qor: floorplan.ioPinCount 9
qor: setup_path.timing.critical_path.to_type primary output
qor: synth.yosys-stat-area 253 um2
qor: setup_path.worstPathBufferInverterCount 2
qor: route.routed_wire_per_std_cell 7.23 um
qor: finish.largest_reg_flops 5
qor: setup_path.cpMostUsedCell clkdlybuf4s50_1
qor: timing.fmax 452 MHz
qor: clocking.post_cts_buffers 0
qor: setup_path.ff2ff_path_depth 2
qor: synth.top_area_cell_share 39.6%
qor: route.via_per_inst 2.40
qor: placed_design.routabilityCongestion 0.686
qor: placed_design.post-dp-hpwl 491 um
qor: job.drv.max_cap_violation_count 0
qor: worst_hold_path.worstHoldPathCells 2
qor: timing.setup_viol_count_final 0
qor: clocking.insertion_delay 240 ps
qor: global_routing.grtUsageTotal 1.99%
qor: timing.rsz0062_at_grt no
qor: setup_path.critical_path.startpoint ce
qor: global_routing.vias_in_the_first_global_route 204
qor: floorplan.fp.dieH 80 um
qor: clocking.cts_root_buf clkbuf_4
qor: timing.final_critical_path_setup_slack 88.7 ps
qor: clocking.clock_tree_from_tritoncts done
qor: power.sw_frac_of_total 23.4%
qor: global_routing.antenna_found_initial 0
qor: synth.synth.lib_cells_used.distinct 13
qor: power.seqPwrFrac 43.6%
qor: finish.commonest_cells_after_routing_fill_and_taps_aside clkdlybuf4s50_1 (8), nor2_1 (5), dfxtp_1 (5)
qor: synth.ys_seq_share 39.6%
qor: setup_path.worst-endpoint-arrival 1750 ps
qor: placed_design.placement.io_buffers 8
qor: placed_design.placed_cell_area 368 um2
qor: power.power.density_cell_area 566 mW/mm2
qor: synth.synth.largest_area_cell dfxtp_1
qor: power.cellLeakagePower 0.132 nW
qor: timing.fin_hold_ws 523 ps
qor: synth.syn_area_per_cell 9.36 um2
qor: clocking.cts_max_level 1
qor: route.drt_drc_violations_left 0
qor: synth.postSynthRegisterBits 5
qor: placed_design.pre_cts_worst_setup_slack 11.1 ps
qor: finish.top_regs q x5
qor: floorplan.core-area 0.00342 mm2
## cell families (layout without fill, tap and decap cells)
logic type                count (synthesis)  count (layout)  synth area share [%]
and+or+nand+nor                          13              13                  30.7
DFF                                       5               5                  39.6
muxes                                     1               1                  3.96
xor gates and xnor gates                  4               4                  13.9
buffers and inverters                     4              13                  11.9
## how the worst max path moves through the flow
stage         endpoint  slack (ps)  depth (start not counted)
CTS                CEO           4                          4
global route       CEO          30                          4
finish             CEO          90                          4
## per-stage QoR
stage / power (mW) / std cells
after global routing: 0.241 / 82
after detailed placement: 0.128 / 78
after global placement: 0.127 / 78
after CTS: 0.232 / 82
final: 0.229 / 82
after floorplan: 0.115 / 27
## layer usage
metal / track usage, % / wire (um) / part of all wire (%)
met1: 2.67 / 327 / 55
met2: 1.93 / 157 / 26
met3: 2.16 / 108 / 18
met4: 0.528 / 0 / 0
met5: 0 / 0 / 0
## worst reg2reg max path, cell delays in order, from the launching register on
cell and delay (ps):
dfxtp_1 400, or3b_1 360, mux2i_1 140
## synth_stat cells
cell and n:
dfxtp_1 5, nor2_1 5, buf_4 4, nand3_1 2
xnor2_1 2, xor2_1 2, and4b_2 1, mux2i_1 1
nand2b_1 1, nand4b_1 1, nor2b_1 1, nor3b_1 1
or3b_1 1
## power by group through the flow
stage | registers (mW) | clock network [mW] | logic [mW]
after global routing | 0.101 | 0.109 | 0.0312
after CTS | 0.0994 | 0.105 | 0.0273
final | 0.0997 | 0.101 | 0.0280
## cell type report
class | count | area, um2
Tap cell | 46 | 57.6
Clock buffer | 4 | 26.3
Multi-Input combinational cell | 18 | 133
Sequential cell | 5 | 100
Fill cell | 394 | 3010
Timing Repair Buffer | 9 | 87.6
Power is estimated from default activity; no workload was simulated.
